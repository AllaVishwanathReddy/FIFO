==> design.v <==
`timescale 1ns / 1ps
module async_fifo 
#(parameter DSIZE = 8,
    parameter ASIZE = 4)(
    output [DSIZE-1:0] rdata,        
    output wfull,                    
    output rempty,                   
    input [DSIZE-1:0] wdata,         
    input winc, wclk, wrst_n,        
    input rinc, rclk, rrst_n         
    );
    wire [ASIZE-1:0] waddr, raddr;
    wire [ASIZE:0] wptr, rptr, wq2_rptr, rq2_wptr;
    synchronizer #(ASIZE+1) sync_r2w (        
        .q2(wq2_rptr), 
        .din(rptr),
        .clk(wclk), 
        .rst_n(wrst_n)
    );
    synchronizer #(ASIZE+1) sync_w2r (        
        .q2(rq2_wptr), 
        .din(wptr),
        .clk(rclk), 
        .rst_n(rrst_n)
    );
    fifo_mem #(DSIZE, ASIZE) fifomem(     
        .rdata(rdata), 
        .wdata(wdata),
        .waddr(waddr), 
        .raddr(raddr),
        .wclk_en(winc), 
        .wfull(wfull),
        .wclk(wclk)
    );
    rptr_handler #(ASIZE) rptr_empty(          
        .rempty(rempty),
        .raddr(raddr),
        .rptr(rptr), 
        .rq2_wptr(rq2_wptr),
        .rinc(rinc), 
        .rclk(rclk),
        .rrst_n(rrst_n)
    );
    wptr_handler #(ASIZE) wptr_full(            
        .wfull(wfull), 
        .waddr(waddr),
        .wptr(wptr), 
        .wq2_rptr(wq2_rptr),
        .winc(winc), 
        .wclk(wclk),
        .wrst_n(wrst_n)
    );
endmodule
`timescale 1ns / 1ps
module fifo_mem
#(parameter DATA_SIZE = 8,
    parameter ADDR_SIZE = 4)(
    output [DATA_SIZE-1:0] rdata,         
    input [DATA_SIZE-1:0] wdata,          
    input [ADDR_SIZE-1:0] waddr, raddr,   
    input wclk_en, wfull, wclk           
    );
    localparam DEPTH = 1<<ADDR_SIZE;      
    reg [DATA_SIZE-1:0] mem [0:DEPTH-1]; 
    assign rdata = mem[raddr];           
    always @(posedge wclk)
        if (wclk_en && !wfull) mem[waddr] <= wdata;  
endmodule
`timescale 1ns / 1ps
module rptr_handler #(parameter ADDR_SIZE = 4)(
    output reg rempty,                   
    output [ADDR_SIZE-1:0] raddr,        
    output reg [ADDR_SIZE :0] rptr,      
    input [ADDR_SIZE :0] rq2_wptr,       
    input rinc, rclk, rrst_n             
    );
    reg [ADDR_SIZE:0] rbin;                      
    wire [ADDR_SIZE:0] rgray_next, rbin_next;    
    wire rempty_val;                             
    always @(posedge rclk or negedge rrst_n) begin
        if (!rrst_n)                 
            {rbin, rptr} <= 0;
        else 
            {rbin, rptr} <= {rbin_next, rgray_next};   
    end
    assign raddr = rbin[ADDR_SIZE-1:0];                  
    assign rbin_next = rbin + (rinc & ~rempty);          
    assign rgray_next = (rbin_next>>1) ^ rbin_next;      
    assign rempty_val = (rgray_next == rq2_wptr);        
    always @(posedge rclk or negedge rrst_n) begin
        if (!rrst_n)                 
            rempty <= 1'b1;
        else 
            rempty <= rempty_val;   
    end
endmodule
`timescale 1ns / 1ps
module synchronizer
#(parameter SIZE = 4)( 
    output reg [SIZE-1:0] q2,    
    input [SIZE-1:0] din,        
    input clk, rst_n             
    );
    reg [SIZE-1:0] q1;  
    always @(posedge clk or negedge rst_n) begin
        if (!rst_n) 
            {q2, q1} <= 0;           
        else 
            {q2, q1} <= {q1, din};   
    end 
endmodule
`timescale 1ns / 1ps
module wptr_handler #(parameter ADDR_SIZE = 4)(
    output reg wfull,                    
    output [ADDR_SIZE-1:0] waddr,        
    output reg [ADDR_SIZE :0] wptr,      
    input [ADDR_SIZE :0] wq2_rptr,       
    input winc, wclk, wrst_n             
    );
    reg [ADDR_SIZE:0] wbin;                      
    wire [ADDR_SIZE:0] wgray_next, wbin_next;    
    wire wfull_val;                              
    always @(posedge wclk or negedge wrst_n) begin
        if (!wrst_n)             
            {wbin, wptr} <= 0;
        else 
            {wbin, wptr} <= {wbin_next, wgray_next};  
    end
    assign waddr = wbin[ADDR_SIZE-1:0];              
    assign wbin_next = wbin + (winc & ~wfull);        
    assign wgray_next = (wbin_next>>1) ^ wbin_next;     
    assign wfull_val = (wgray_next=={~wq2_rptr[ADDR_SIZE:ADDR_SIZE-1], wq2_rptr[ADDR_SIZE-2:0]});
    always @(posedge wclk or negedge wrst_n) begin
        if (!wrst_n)             
            wfull <= 1'b0;
        else 
            wfull <= wfull_val;  
    end
endmodule
==> run.sh <==
#!/bin/bash
# OpenROAD 26Q1-2900-gdf79404cd8, Yosys 0.63+post, stock flow scripts
make -C /OpenROAD-flow-scripts/flow DESIGN_CONFIG=/design/flow/config.mk WORK_HOME=/design/flow/orfs finish
==> constraint.sdc <==
current_design async_fifo

set clk_period 4.5
set clk_io_pct 0.2

create_clock -name clk0 -period $clk_period [get_ports {rclk}]
create_clock -name clk1 -period $clk_period [get_ports {wclk}]

set non_clock_inputs [all_inputs -no_clocks]
set_input_delay [expr $clk_period * $clk_io_pct] -clock clk0 $non_clock_inputs
set_output_delay [expr $clk_period * $clk_io_pct] -clock clk0 [all_outputs]
==> config.mk <==
export PLATFORM = sky130hd
export DESIGN_NAME = async_fifo
export DESIGN_NICKNAME = async_fifo
export VERILOG_FILES = /design/flow/design.v
export SDC_FILE = /design/flow/constraint.sdc
export NUM_CORES = 4
export LEC_CHECK = 1
export CORE_UTILIZATION = 50
==> impl_metrics.csv <==
group,metric,value,unit
drt,dr.pass1.iters,4,
critical_path,cp_data_arrival_time,2.62,ns
clocking,cts_setup_buffers,0,
drt,vias_per_cell,5.514,
die,core,12210,sq um
clocking,cts.clk_slew.worst_paths,0.05,ns
global_routing,antenna_found_initial,1,
global_routing,grt_pass1_vias,3329,
sta,tns,0,ns
outcome,status,"finished clean",
critical_path,crit_path_end_kind,"output port",
synth,syn_area_per_cell,19.75,sq um
cells_and_area,final_area,7599,sq um
cells_and_area,area_growth,19.45,%
synth,syn_inst,322,
min_path,hold_class,"reg -> reg",
die,die_w,114.8,um
global_routing,grt_usage,0.2178,
synth,ys_seq_frac,0.7618,
cells_and_area,layout-drive-gt1-share,0.2107,
global_routing,busiest_layer,"met1",
drt,drc_errors,0,
sta,rsz0062_at_grt,"false",
die,io_pins,24,
synth,syn-cell-area,6361,sq um
drt,wl,11740,um
clocking,clock-sinks,168,
placed_design,io_buffer_count,22,
placed_design,hpwl,7496,um
drt,drt_iter0_markers,122,
drt,vias,2994,
drt,antenna_left,0,
synth,synth_warnings,4,
global_routing,grt_max_degree,27,
sta,drv_slew,0,
placed_design,place_area,6828,sq um
power,power.density,722.6,nW/um^2
die,dieArea,13180,sq um
power,leakagePower,2.673,nW
die,floorplan.core_util,0.5209,
critical_path,path_max_fanout,18,
critical_path,cp.required,3.60,ns
die,die_h,114.8,um
global_routing,grt_overflow_total,0,
sta,finalHoldViolCount,0,
drt,wire_per_inst,21.61,um
synth,yosysCellCount,322,
synth,synth.top_cell.area_share,0.6042,
sta,maxSlewHeadroom,0.3867,
global_routing,grt_pass1_wl,18130,um
synth,ys_chip_area,6361,sq um
global_routing,met1_usage,0.3446,
clocking,cts_tree,"yes",
placed_design,gp_congestion,0.8426,
global_routing,grt_util_met3,0.1056,
cells_and_area,register_area,4847,sq um
flow_run,drv_cap,0,
clocking,cts_resized,0,
die,fp-row-count,40,
cells_and_area,comb_area,1425,sq um
cells_and_area,fillers,892,
global_routing,gr-usage-met2,0.3228,
flow_run,warnings,26,
sta,fin_ws,0.9795,ns
synth,synth_cell_type_count,28,
sta,setup_viol,0,
critical_path,worst_setup_path_start_kind,"flop",
sta,tightestPinTransition,0.9165,ns
power,vdd.ir_drop.worst,435.0,uV
sta,hold_ws,0.1946,ns
critical_path,worstSetupPathType,"reg -> out",
drt,antenna_cells,0,
synth,ys.flops,168,
sta,finClkSkew,0.006338,ns
placed_design,pre_cts_slack,1.184,ns
synth,topCellsByArea,"edfxtp_1 60%, dfrtp_1 15%, mux4_2 11%",
clocking,cts_hold_buf,0,
synth,yosys.area.top_type,"edfxtp_1",
[state kept, by name, summed over array words and instances, names as in the netlist]
signal and flops:
fifomem.mem 128, rptr_empty.rptr 5, sync_r2w.q1 5, sync_r2w.q2 5, sync_w2r.q1 5, sync_w2r.q2 5, wptr_full.wptr 5, rptr_empty.rbin 4
wptr_full.wbin 4, rptr_empty.rempty 1, wptr_full.wfull 1
[stage by stage]
stage / total power [mW] / util / cells
floorplan: 3.161 / - / 322
global placement: 3.682 / 0.5591 / 509
detailed placement: 3.686 / 0.5591 / 509
CTS: 5.546 / 0.6222 / 543
global route: 5.751 / 0.6222 / 543
finish: 5.491 / 0.6222 / 543
[path summary, 6_finish.rpt]
| path | startpoint | endpoint | slack (ns) | depth (start not counted) |
|---|---|---|---|---|
| setup / recovery | rptr_empty.rbin[0] | rdata[2] | 0.98 | 5 |
| hold / removal | rptr_empty.rptr[2] | sync_r2w.q1[2] | 0.19 | 0 |
| setup reg to reg | rptr_empty.rbin[0] | rptr_empty.rempty | 1.80 | 7 |
| hold reg to reg | rptr_empty.rptr[2] | sync_r2w.q1[2] | 0.19 | 0 |
| max in group clk1 | winc | wptr_full.wfull | 1.71 | 9 |
| max in group asynchronous | rrst_n | rptr_empty.rempty | 3.26 | 2 |
| min in group clk0 | sync_w2r.q1[4] | sync_w2r.q2[4] | 0.35 | 0 |
| min in group asynchronous | wrst_n | wptr_full.wbin[1] | 0.82 | 2 |
[placed cells by master, fill, tap and decap left out, types with 9 or more instances in the layout]
cell	count
a22oi_1	16
buf_4	11
clkbuf_16	20
clkdlybuf4s50_1	22
dfrtp_1	38
edfxtp_1	128
mux4_2	32
nand2_1	13
nor2_1	15
xnor2_1	9
xor2_1	13
[critical path: stages (launching register included)]
cell	delay (ns)
dfrtp_2	0.74
buf_4	0.35
mux4_2	0.52
a22oi_1	0.25
nand2_1	0.09
clkdlybuf4s50_1	0.41
[routing by layer]
layer | vias to the layer above | share of wire
li1 | 1337 | -
met1 | 1524 | 0.41
met2 | 113 | 0.49
met3 | 18 | 0.086
met4 | 2 | 0.016
met5 | - | 0.0011
[report_power, final]
part           total (mW)  internal (mW)  switching [mW]  leakage (nW)
registers            2.21           1.99           0.219          1.63
clock network        1.83           1.26           0.564         0.375
logic                1.45          0.762           0.692         0.671
total                5.49           4.02            1.47          2.67
[Yosys cell counts]
cell type and n:
nand3_1 8, xnor3_1 1, buf_2 9, or3_1 5, xor2_1 13, mux4_2 32
a221oi_2 1, nor3_1 4, inv_1 6, nand2b_1 3, and3_1 1, a22oi_1 16
nor2b_1 2, xnor2_2 1, nor2_1 15, and2b_1 1, a21boi_0 1, nand2_1 13
buf_1 1, a221oi_1 1, dfstp_2 1, and2_1 1, edfxtp_1 128, xor3_1 1
clkbuf_1 5, ha_1 4, dfrtp_1 39, xnor2_1 9
[area by class of cell]
cell class | count | area share
multi-input cells | 133 | 0.1876
well taps | 168 | 0.02766
repair buffers | 34 | 0.04248
clock inverters | 12 | 0.03458
flip-flops and latches | 168 | 0.6379
inverters | 6 | 0.002964
clock buffers | 22 | 0.06685
[kinds of logic (layout without fill, tap and decap cells)]
logic type               after synthesis  in the layout  share of synthesized area
AND-OR/OR-AND                         19             19                    0.02380
multiplexers                          32             32                     0.1133
XOR/XNOR                              25             25                    0.04013
AND/OR/NAND/NOR                       53             53                    0.03895
flip-flops                           168            168                     0.7618
buffers and inverters                 21             74                    0.01416
adder cells (fa/ha/maj)                4              4                   0.007868
No activity file was given, so power comes from the tool's default toggle rates.
