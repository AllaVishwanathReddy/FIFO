==> flow/design.v <==
`timescale 1ns / 1ps
module sync_fifo 
#(parameter FIFO_DEPTH = 8, 
parameter DATA_WIDTH = 32)
(
input clk,
input rst_n,
input cs,  
input wr_en,
input rd_en,
input [DATA_WIDTH-1:0] data_in,  
output reg [DATA_WIDTH-1:0] data_out,  
output empty,
output full
);
localparam FIFO_DEPTH_LOG = $clog2(FIFO_DEPTH);
reg [DATA_WIDTH-1:0]fifo[0:FIFO_DEPTH-1];
reg [FIFO_DEPTH_LOG:0]rd_ptr;
reg [FIFO_DEPTH_LOG:0]wr_ptr;
always @(posedge clk or negedge rst_n)begin
    if(!rst_n)  
        wr_ptr <= 0;
    else if(cs && wr_en && !full)begin
        fifo[wr_ptr[FIFO_DEPTH_LOG-1:0]] <= data_in;
        wr_ptr <= wr_ptr+1;
    end
end
always @(posedge clk or negedge rst_n)begin
    if(!rst_n)  
        rd_ptr <= 0;
    else if(cs && rd_en && !empty)begin
        data_out <= fifo[rd_ptr[FIFO_DEPTH_LOG-1:0]];
        rd_ptr <= rd_ptr+1;
    end
end
assign empty = (rd_ptr == wr_ptr);
assign full = (rd_ptr == {~wr_ptr[FIFO_DEPTH_LOG],wr_ptr[FIFO_DEPTH_LOG-1:0]});
endmodule
==> flow/run.sh <==
#!/bin/bash
# OpenROAD 26Q1-2900-gdf79404cd8, Yosys 0.63+post, stock flow scripts
make -C /OpenROAD-flow-scripts/flow DESIGN_CONFIG=/design/flow/config.mk WORK_HOME=/design/flow/orfs finish
==> flow/config.mk <==
export PLATFORM = sky130hd
export DESIGN_NAME = sync_fifo
export DESIGN_NICKNAME = sync_fifo
export VERILOG_FILES = /design/flow/design.v
export SDC_FILE = /design/flow/constraint.sdc
export NUM_CORES = 4
export LEC_CHECK = 1
export CORE_UTILIZATION = 40
==> flow/constraint.sdc <==
current_design sync_fifo

set clk_period 6.4
set clk_io_pct 0.2

create_clock -name clk0 -period $clk_period [get_ports {clk}]

set non_clock_inputs [all_inputs -no_clocks]
set_input_delay [expr $clk_period * $clk_io_pct] -clock clk0 $non_clock_inputs
set_output_delay [expr $clk_period * $clk_io_pct] -clock clk0 [all_outputs]
==> summary.txt <==
From the run reports.

- After floorplanning, the die was sized to cover approximately 0.028 mm².
- The gate count of the mapped netlist is 596.
- The most used flip-flop cell after synthesis is sky130_fd_sc_hd__edfxtp_1.
- The post-synth design cell area is around 0.011 mm².
- The total inserted antenna cells is 0.
- Routing resource usage on met3 recorded by global route was 0.114.
- The share of cells above drive strength 1 reads 0.119.
- The chip area estimate from yosys synthesis is between 0.01 and 0.015 mm².
- The class of the most critical setup path is reg -> out.
- IR analysis of the VDD net gives a maximum drop of between 300 and 400 µV.
- The synthesized design contains between 200 and 300 register bits.
- The first-pass detailed-route iteration total reads 7.
- The type of element capturing the critical path reads an output pin.
- The H-tree depth reported by CTS reads 1.
- The worst slew slack as a fraction of its limit is 0.435.
- The insertion delay at the late pin of the worst-skew pair is between 0.5 and 0.6 ns.
- The routed wirelength normalized by instance count reads just over 20 µm.
- After layout, the setup clock skew is reported as 0.0112 ns.
- The total of fill cells in the finished design reads ~2100.
- By count the netlist is led by sky130_fd_sc_hd__edfxtp_1, sky130_fd_sc_hd__nor2_1, sky130_fd_sc_hd__a21oi_1.
- The count of flip-flops with a built-in enable after synthesis reads between 200 and 300.
- The clock sink count is roughly 300.
- The iteration-0 DRC count of the detailed router reads about 360.
- The average footprint of a synthesized cell is between 15 and 20 µm².
- The achievable clock frequency is roughly 280 MHz.
- The number of violations of the max-capacitance limit reads 0.
- Looking at the clock tree report, the root buffer type is sky130_fd_sc_hd__clkbuf_16.
- The I/O pin total reads 71.
- The final worst-path cycle share reads 0.554.
- The worst hold path belongs to the class reg -> reg.
- In the synthesized netlist the async set-or-reset flop fraction comes to 0.0270.
- The layout overhead on the synthesized area reads 19.3%.
- After clock tree synthesis, the setup repair step added 0 buffers.
- The standard-cell row count reads about 60.
- Dividing total power by cell area gives a power density of roughly 420 mW/mm².
- The data required time of the worst path reads 5.12 ns.
- Measured along the x axis, the die boundary spans 167 µm.
- The number of input and output port buffers inserted reads around 70.
- The global-route wire length before repair reads approximately 33000 µm.
- The maximum buffer depth of the clock tree is 3.
- The register area share after synthesis reads 0.809.
- The hold violation count in the final report reads 0.
- Power comes to between 5 and 6 mW.
- The post-route worst hold slack reads approximately 0.57 ns.
- The minimum period implied by the final worst setup slack is ~3.5 ns.
- The total negative slack for setup checks reads 0 ns.
- The count of unique library cells instantiated by Yosys is 37.
- The synthesis report lists the most area-consuming cells as sky130_fd_sc_hd__edfxtp_1, sky130_fd_sc_hd__a222oi_1, sky130_fd_sc_hd__a22oi_1.
- The pin count of the biggest net entering global routing reads around 60.
- The worst slack at placement reads 2.72 ns.
- STA classifies the critical path startpoint as a flop.
- The per-cell via count in the routed design reads between 5 and 6.
- The total tool warning count is 33.
- The final worst slack reads 2.86 ns.
- The met2 usage in global routing is 0.250.
- Pins over their slew limit in the final report were tallied at 0.
- The via count of the first global-routing pass is between 6000 and 7000.
- The global-route track usage on met1 is 0.209.
- Setup repair after global routing left no endpoint under its margin.
- The final estimated routing congestion in global placement is 0.776.
- Global route summary, busiest routing layer listed as met2.
- The largest area contributor in the synthesized netlist is sky130_fd_sc_hd__edfxtp_1.
- Sorting the synthesis cell report by count puts at the top sky130_fd_sc_hd__edfxtp_1.
- The core region area reads about 0.027 mm².
- The initial antenna violation count reads 1.
- The wire length recorded after detailed routing is 21500 µm.
- According to the timing report, the arrival time at the worst endpoint equals about 2.3 ns.
- After synthesis, the design contains 596 cells according to Yosys.
- For this run, the total global-route usage over all layers was measured as 0.168.
- The report lists the number of cells resized after CTS as 0.
- The wire-length estimate of the detail-placed layout is between 10000 and 15000 µm.
- Summing over every cut layer, the via total after detailed routing is approximately 6000.
- The number of CTS-inserted buffers is 30.
- The chip height reads about 170 µm.
- The post-detailed-route DRC marker count reads 0.
- The initial utilization of the core area, before any placement, comes to 0.407.
- The clock slew seen by the registers of the worst setup and hold paths is 0.06 ns.
- The remaining antenna violation count after routing is 0.
- The transition time recorded at the tightest slew-check pin is 0.847 ns.
- Summed over all layers, the global routing overflow is 0.
- The yosys warning tally reads 2.
- Buffers inserted to repair hold after CTS numbered 0.
- The setup-violating endpoint count in the final report is 0.
- The leakage power of the design is approximately 4.3 nW.
- The clock tree from TritonCTS reads done.
- The run finished with clean final reports.
- The maximum fanout count along the critical path reads 6.
- The share of synthesized area in the top cell type comes to 0.791.
==> layout by cell type, fill, tap and decap left out, types with 2 or more instances in the layout <==
| cell type | instances |
|---|---|
| sky130_fd_sc_hd__and2_1 | 2 |
| sky130_fd_sc_hd__mux2i_1 | 2 |
| sky130_fd_sc_hd__xnor2_1 | 7 |
| sky130_fd_sc_hd__nor2_1 | 40 |
| sky130_fd_sc_hd__a22o_1 | 15 |
| sky130_fd_sc_hd__inv_1 | 6 |
| sky130_fd_sc_hd__a41oi_1 | 4 |
| sky130_fd_sc_hd__dfrtp_1 | 8 |
| sky130_fd_sc_hd__edfxtp_1 | 288 |
| sky130_fd_sc_hd__clkbuf_16 | 31 |
| sky130_fd_sc_hd__clkinv_1 | 9 |
| sky130_fd_sc_hd__a31oi_1 | 4 |
| sky130_fd_sc_hd__buf_4 | 17 |
| sky130_fd_sc_hd__a21o_1 | 8 |
| sky130_fd_sc_hd__nand2_1 | 14 |
| sky130_fd_sc_hd__nor2_2 | 2 |
| sky130_fd_sc_hd__a22oi_1 | 33 |
| sky130_fd_sc_hd__ha_1 | 11 |
| sky130_fd_sc_hd__a221oi_1 | 8 |
| sky130_fd_sc_hd__bufinv_16 | 4 |
| sky130_fd_sc_hd__clkdlybuf4s50_1 | 70 |
| sky130_fd_sc_hd__a21oi_1 | 37 |
| sky130_fd_sc_hd__and3_1 | 8 |
| sky130_fd_sc_hd__mux2_2 | 16 |
| sky130_fd_sc_hd__clkinv_2 | 7 |
| sky130_fd_sc_hd__nor2b_1 | 2 |
| sky130_fd_sc_hd__o21ai_0 | 2 |
| sky130_fd_sc_hd__a222oi_1 | 35 |
==> routing by layer <==
layer / vias up / part of all wire
met4: 4 / 0.027
met2: 344 / 0.47
met3: 48 / 0.13
li1: 2630 / -
met1: 2802 / 0.37
met5: - / 0.0021
==> layout make-up <==
| type | instances | area [µm²] | area share |
|---|---|---|---|
| inverters | 6 | 22.5 | 0.00173 |
| clock inverters | 22 | 205 | 0.0157 |
| multi-input cells | 263 | 1940 | 0.148 |
| clock buffers | 32 | 779 | 0.0597 |
| well taps | 341 | 427 | 0.0327 |
| repair buffers | 87 | 828 | 0.0635 |
| flip-flops and latches | 296 | 8850 | 0.678 |
==> logic make-up (layout without fill, tap and decap cells) <==
kind of cell | after synthesis | count (layout) | share of synthesized area
buffers and inverters | 37 | 147 | 0.0141
XOR/XNOR | 8 | 8 | 0.00641
AND-OR/OR-AND | 150 | 150 | 0.108
multiplexers | 18 | 18 | 0.0183
AND/OR/NAND/NOR | 75 | 75 | 0.0308
adder cells (fa/ha/maj) | 12 | 12 | 0.0137
flip-flops | 296 | 296 | 0.809
==> where the power goes <==
part / total, mW / internal (mW) / leakage [nW] / switching [mW]
clock network: 1.72 / 1.03 / 0.486 / 0.684
logic: 1.34 / 0.532 / 1.10 / 0.804
registers: 2.38 / 2.32 / 2.69 / 0.0604
total: 5.44 / 3.89 / 4.27 / 1.55
==> critical path, cell delays in order, from the launching register on <==
cell                              delay, ns
sky130_fd_sc_hd__dfrtp_1               0.47
sky130_fd_sc_hd__xnor2_1               0.41
sky130_fd_sc_hd__nand3_1               0.23
sky130_fd_sc_hd__nor2_1                0.14
sky130_fd_sc_hd__clkdlybuf4s50_1       0.47
==> path summary, 6_finish.rpt <==
kind | from | end | slack, ns | cells past startpoint
hold reg to reg | fifo[0][14] | data_out[14] | 0.57 | 2
min in group asynchronous | rst_n | rd_ptr[0] | 1.06 | 1
hold / removal | fifo[0][14] | data_out[14] | 0.57 | 2
max in group asynchronous | rst_n | rd_ptr[1] | 5.02 | 1
setup / recovery | rd_ptr[1] | empty | 2.86 | 4
setup reg to reg | rd_ptr[1] | data_out[20] | 3.49 | 7
==> per-stage QoR <==
stage,cells,area (µm²),util
final,1047,13000,0.485
after global routing,1047,13000,0.485
after CTS,1047,13000,0.485
after detailed placement,993,12100,0.449
after global placement,993,12100,0.449
after floorplan,596,10900,-
==> flip-flops by register name, summed over array words and instances (netlist names) <==
| register | count |
|---|---|
| rd_ptr | 4 |
| wr_ptr | 4 |
| fifo | 256 |
| data_out | 32 |
No activity file was given, so power comes from the tool's default toggle rates.
